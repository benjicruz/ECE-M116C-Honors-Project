<file path="/design/flow/config.mk">
export PLATFORM = sky130hd
export DESIGN_NAME = registers_wp1
export DESIGN_NICKNAME = registers_wp1
export VERILOG_FILES = /design/flow/design.v
export SDC_FILE = /design/flow/constraint.sdc
export NUM_CORES = 4
export LEC_CHECK = 1
export CORE_UTILIZATION = 40
</file>
<file path="/design/flow/constraint.sdc">
current_design registers_wp1

set clk_period 5.9
set clk_io_pct 0.2

create_clock -name clk0 -period $clk_period [get_ports {clk}]

set non_clock_inputs [all_inputs -no_clocks]
set_input_delay [expr $clk_period * $clk_io_pct] -clock clk0 $non_clock_inputs
set_output_delay [expr $clk_period * $clk_io_pct] -clock clk0 [all_outputs]
</file>
<file path="/design/flow/design.v">
`timescale 1 ns / 1 ns 
module registers_wp1 #(
			parameter SIZE = 32,
			parameter REG_NUM = 8,
			parameter READ_PORTS = 2,
			parameter WRITE_PORTS = 1
			)
			(
			input clk,
			input [WRITE_PORTS-1:0] RegWrite,
			input [WRITE_PORTS-1:0][$clog2(REG_NUM)-1:0] write_reg,
			input [WRITE_PORTS-1:0][SIZE-1:0] write_data,
			input [READ_PORTS-1:0][$clog2(REG_NUM)-1:0] read_reg,
			output reg [READ_PORTS-1:0][SIZE-1:0] read_data
			);
	reg [REG_NUM-1:0][SIZE-1:0] regs;
	initial
	begin
		regs = 0;
	end
	always @ (negedge clk) begin
				if(RegWrite[0]) regs[write_reg[0]] = write_data[0];
	end
	genvar i;
	generate
		for (i = 0; i < READ_PORTS; i = i + 1) begin : gen_block2	
				always @ (posedge clk) begin  
					read_data[i] = regs[read_reg[i]];
				end
		end
	endgenerate
endmodule
</file>
<file path="/design/flow/run.sh">
#!/bin/bash
# OpenROAD 26Q1-2900-gdf79404cd8, Yosys 0.63+post, stock flow scripts
make -C /OpenROAD-flow-scripts/flow DESIGN_CONFIG=/design/flow/config.mk WORK_HOME=/design/flow/orfs finish
</file>
==> run_results.csv <==
group,metric,value,unit
outcome,status,"finished clean",
floorplan,num_io_pins,107,
yosys,ys_sh_xor,0,
sta,worstMarginPinSlew,0.7575,ns
clock_network,clock_sink_total,320,
route,route.final.wire_length,44250,µm
sta,report.final.setup_viol,0,
yosys,top_logic_kind,"multiplexers",
clock_network,cts_max_path_buffers,3,
cells_and_area,area_delta_synth_final,25.36,%
floorplan,fp.dieH,203.4,µm
clock_network,worstSkewPairLatency,0.62,ns
route,avgRoutedWirePerCell,23.52,µm
clock_network,cts.clk_slew.worst_paths,0.03,ns
sta,grt_setup_unrepaired,"no",
power,total_leakage_power,8.187,nW
placement,io_buffer_count,106,
route,drt_drc_violations_left,0,
worst_setup_path,cp-end-kind,"register",
sta,slew_viol_final,0,
cells_and_area,fillers,3246,
clock_network,postCtsResizedCells,0,
sta,relSlewSlack,0.4950,
sta,finalHoldViolCount,0,
floorplan,die_width,203.4,µm
route,antenna_violating_nets_post_route,0,
placement,place_worst_setup_slack,-0.4630,ns
min_path,hold_path_startpoint,"regs[202]",
sta,timing.final.ws_setup,0.1435,ns
clock_network,tritoncts,"built",
yosys,synth_area,16230,µm²
yosys,synth.area.top_cells,"edfxtp_1 47%, mux4_2 18%, dfxtp_1 7.9%",
sta,skew_final,0.07046,ns
clock_network,cts_hold_buf,0,
floorplan,rows,73,
route,initialDrtViolationCount,595,
worst_setup_path,timing.setup.critical_path_class,"in2reg",
sta,timing.hold.ws,0.5747,ns
global_route,maximum_number_of_pins_on_one_net_before_global_route_repair,65,
yosys,numSynthFlops,320,
yosys,simple_logic_cell_fraction_of_the_synthesized_area,0.03045,
yosys,ys_cells,979,
route,detailroute.wirelength.met3,5440,µm
clock_network,cts_post_setup_buffers_inserted,0,
global_route,grt_use_total,0.2379,
worst_setup_path,worstReg2RegStart,"regs[5]",
yosys,post_synth_inst_count,979,
cells_and_area,drive_gt1_frac,0.2714,
yosys,synth_cell_types,33,
floorplan,total_core_area,39910,µm²
route,firstDrtPassIters,5,
floorplan,floorplan.die_area,41390,µm²
route,n_antenna_cell,0,
worst_setup_path,required,3.28,ns
power,finalPower,6.664,mW
yosys,netlist.area_leader.share,0.4736,
worst_setup_path,cp_max_fo,20,
cells_and_area,layout_top_cell,"inv_1",
yosys,mux_area_frac,0.2511,
placement,detailed_place_hpwl,25290,µm
route,dr.max_layer_used,"met5",
route,route.layer.met1.wl,17040,µm
floorplan,initial_core_util,0.4067,
job,warning_count,283,
route,wl_met2,20710,µm
worst_setup_path,critPathArrivalTime,3.13,ns
worst_setup_path,crit_start,"write_reg[1]",
placement,gp_congestion,0.8076,
yosys,syn_area_per_cell,16.58,µm²
clock_network,cts-htree-levels,2,
yosys,yosys.area_share.aoi,0.1246,
route,avgViaCountPerCell,5.804,
route,routed-via-count,10918,
global_route,grt_first_pass_wirelength,68010,µm
global_route,remaining_global_route_overflow,0,
yosys,yosysChipArea,16230,µm²
min_path,hold_path.class,"reg2reg",
power,peakVddDrop,0.2081,mV
power,power.density_cell_area,327.5,nW/µm²
clock_network,ctsRootBufferMaster,"clkbuf_16",
clock_network,inserted_clock_buffers,38,
yosys,synth.yosys.seq_area_share,0.5525,
yosys,yosys.area.top_type,"edfxtp_1",
yosys,adder_share,0.003083,
job,max-cap-violations,0,
global_route,grt_antenna_before_repair,1,
yosys,ys_warn_count,1,
global_route,first_global_vias,11868,
worst_setup_path,worst_setup_path_start_kind,"input pin",
cells_and_area,most-common-layout-cells,"263 x inv_1, 256 x edfxtp_1, 128 x mux4_2, 128 x a22o_1, 99 x clkdlybuf4s50_1",
-- flip-flops by register name, summed over array words and instances (netlist names) --
name       flops
read_data     64
regs         256
-- path summary, 6_finish.rpt --
check | slack, ns | depth (start not counted) | to
setup / recovery | 0.14 | 10 | regs[49]
hold / removal | 0.57 | 1 | regs[202]
setup reg to reg | 1.56 | 2 | read_data[37]
hold reg to reg | 0.57 | 1 | regs[202]
-- power breakdown --
part / switching [mW] / internal (mW)
clock network: 1.35 / 1.46
registers: 0.126 / 2.73
logic: 0.411 / 0.586
total: 1.88 / 4.78
-- metrics by stage --
stage	std cells	utilization	TNS (ns)	instance area [µm²]
global placement	1559	0.4579	-101.44	18280
detailed placement	1559	0.4579	-101.52	18280
floorplan	979	-	-0.3275	16350
finish	1881	0.5098	0	20350
global route	1881	0.5098	0	20350
CTS	1881	0.5098	0	20350
-- kinds of logic after synthesis --
kind of cell | count (synthesis)
and+or+nand+nor | 81
AOI/OAI and AO/OA | 224
muxes | 224
adders and majority gates | 4
buffers and inverters | 126
DFF | 320
-- cell usage after synthesis (all sizes together) --
cell type	number
mux2	96
nand4	3
and2b	1
and2	2
and3b	2
a32o	72
nand4bb	1
inv	5
a22o	128
nor3	3
ha	4
and3	3
edfxtp	256
mux4	128
or3	1
nor2	4
nand2b	9
clkbuf	48
o21ai	8
nand2	10
nand3	6
nor2b	35
or2	1
dfxtp	64
buf	73
o2bb2ai	16
-- cell type report --
cell class | count | area, µm² | share of cell area
Tap cell | 525 | 656.9 | 0.03228
Inverter | 4 | 15.01 | 0.0007379
Clock inverter | 275 | 1067 | 0.05245
Sequential cell | 320 | 8969 | 0.4408
Multi-Input combinational cell | 533 | 6714 | 0.3300
Clock buffer | 48 | 1010 | 0.04962
Timing Repair Buffer | 176 | 1917 | 0.09420
-- per-layer routing --
| layer | global-route usage | vias up |
|---|---|---|
| met5 | 0.009524 | - |
| met1 | 0.3334 | 5401 |
| met2 | 0.3378 | 596 |
| met3 | 0.1319 | 70 |
| li1 | - | 4847 |
| met4 | 0.06633 | 4 |
-- critical path, cell delays in order --
cell and delay, ns:
clkdlybuf4s50_1 0.49, inv_1 0.05, ha_2 0.20, ha_4 0.16, inv_1 0.05, ha_2 0.19, buf_4 0.12, nand4_1 0.12
buf_4 0.28, a22o_1 0.28
Power figures rest on the tool's default switching activity, not on a simulated workload.
