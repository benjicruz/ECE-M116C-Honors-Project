===== /design/flow/run.sh =====
#!/bin/bash
# OpenROAD 26Q1-2900-gdf79404cd8, Yosys 0.63+post, stock flow scripts
make -C /OpenROAD-flow-scripts/flow DESIGN_CONFIG=/design/flow/config.mk WORK_HOME=/design/flow/orfs finish

===== /design/flow/constraint.sdc =====
current_design registers_wp2

set clk_period 9.4
set clk_io_pct 0.2

create_clock -name clk0 -period $clk_period [get_ports {clk}]

set non_clock_inputs [all_inputs -no_clocks]
set_input_delay [expr $clk_period * $clk_io_pct] -clock clk0 $non_clock_inputs
set_output_delay [expr $clk_period * $clk_io_pct] -clock clk0 [all_outputs]

===== /design/flow/config.mk =====
export PLATFORM = sky130hd
export DESIGN_NAME = registers_wp2
export DESIGN_NICKNAME = registers_wp2
export VERILOG_FILES = /design/flow/design.v
export SDC_FILE = /design/flow/constraint.sdc
export NUM_CORES = 4
export LEC_CHECK = 1
export CORE_UTILIZATION = 30

===== /design/flow/design.v =====
`timescale 1 ns / 1 ns 
module registers_wp2 #(
			parameter SIZE = 32,
			parameter REG_NUM = 8,
			parameter READ_PORTS = 2,
			parameter WRITE_PORTS = 2
			)
			(
			input clk,
			input [WRITE_PORTS-1:0] RegWrite,
			input [WRITE_PORTS-1:0][$clog2(REG_NUM)-1:0] write_reg,
			input [WRITE_PORTS-1:0][SIZE-1:0] write_data,
			input [READ_PORTS-1:0][$clog2(REG_NUM)-1:0] read_reg,
			output reg [READ_PORTS-1:0][SIZE-1:0] read_data
			);
	reg [REG_NUM-1:0][SIZE-1:0] regs;
	initial
	begin
		regs = 0;
		read_data = 0;
	end
	always @ (negedge clk) begin
				if(RegWrite[0]) regs[write_reg[0]] = write_data[0];
				if(RegWrite[1]) regs[write_reg[1]] = write_data[1];
	end
	genvar i;
	generate
		for (i = 0; i < READ_PORTS; i = i + 1) begin : gen_block2	
				always @ (posedge clk) begin  
					read_data[i] = regs[read_reg[i]];
				end
		end
	endgenerate
endmodule

==> results_dict.tcl <==
# yosys + openroad results
set metrics [dict create \
    crit_buf_inv 3 \
    comb_area_mm2 0.008584 \
    crit_chain "clkdlybuf4s50_1, inv_1, ha_1, ha_1, nand2_1, nor2_2, and2_1, buf_4, o21ai_0" \
    power.leakage_nw 8.591 \
    die_h_um 231.4 \
    synthTopCellsByArea "dfxtp_1 41%, mux4_2 18%, a22oi_1 11%" \
    numSynthFlops 320 \
    crit_required_ps 5160 \
    async_reset_ff_share_pct 0 \
    yosys.area.top_type_share_pct 40.56 \
    cp-start-kind "input pin" \
    p_per_area_mw_per_mm2 266.8 \
    avgRoutedWirePerCell_um 22.94 \
    gp_congestion 0.8859 \
    routed_wirelength_um 58900 \
    ys_seq_share_pct 40.56 \
    synth_top_cell_by_area "dfxtp_1" \
    path_clk_slew_ps 40 \
    core_area_mm2 0.05161 \
    path_class "in -> reg" \
    xor_share_pct 0 \
    path_delay_family "buffers and inverters" \
    cts_htree_levels 2 \
    cap_violations 0 \
    grt_first_pass_wirelength_um 88100 \
    route.detailed.drc 0 \
    dr.pass1.iters 6 \
    netlist_logic_family_top "multiplexers" \
    skew_ps 73.52 \
    slowest_delay_ps 600 \
    warnings 283 \
    io_buffers 142 \
    vdd_drop_max_uv 147.2 \
    postSynthCellCount 1523 \
    synth-simple-area-share_pct 8.976 \
    clock_latency_ps 590 \
    die_w_um 231.4 \
    chip_area_mm2 0.05357 \
    cp.arrival_ps 4560 \
    netlist_area_mm2 0.01579 \
    rsz0062_at_grt "false" \
    grt_pass1_vias 15051 \
    yosys_area_mm2 0.01579 \
    avgSynthCellArea_um2 10.37 \
    synthMuxAreaShare_pct 24.91 \
    antenna_found_initial 6 \
    maxSlewHeadroom_pct 52.56 \
    edf_count 0 \
    top_cells_by_count "320 x dfxtp_1, 222 x a22oi_1, 200 x nand2_1" \
    clockBufferDepth 3 \
    routed_via_density 5.727 \
    hold_viol 0 \
    ys_types 42 \
    io_pins 143 \
    yosys_warnings 1 \
    fillers 4790 \
    drtAntennaViolNets 0 \
    adder_share_pct 0.6338 \
    flop_cell "dfxtp_1" \
    end_kind "flop" \
    grt_max_degree 38 \
    cts_hold_buf 0 \
    ctsResizeCount 0 \
    numCtsBuffers 37 \
    place_area_mm2 0.01791 \
    cts_setup_buffers 0 \
    synth_top_cell_by_count "dfxtp_1" \
    hpwl_um 35670 \
    status "completed" \
    drive_above_1_share_pct 18.61 \
    setup_viol 0 \
    grt_overflow_total 0 \
    ys_cells 1523 \
    worst_pin_slew_ps 711.5 \
    root_buffer "clkbuf_16" \
    crit_slowest_cell "clkdlybuf4s50_1" \
    worst-path-max-fanout 9 \
    report.final.slew_viol_count 0 \
    num_rows 83 \
    fin_area_mm2 0.02026 \
    register_area_mm2 0.006406 \
    drt_first_iter_violations 1390 \
    cts.sinks 320 \
    crit_top_cell "ha_1" \
    hold_class "reg -> reg" \
    vias 14702 \
    cts_tree "yes" \
    grt_usage_pct 22.52 \
    synthToLayoutAreaGrowth_pct 28.25 \
    tns_ps 0 \
    aoi_share_pct 19.49 \
    initial_core_util_pct 30.60 \
]
-- cells by family after synthesis --
group                    after synthesis
multiplexers                         224
AND/OR/NAND/NOR                      301
adder cells (fa/ha/maj)                8
flip-flops                           320
buffers and inverters                190
AND-OR/OR-AND                        480
-- sequential cells by signal, summed over array words and instances, names as in the netlist --
name and count:
read_data 64, regs 256
-- layout make-up --
class | count | share of cell area, %
well taps | 680 | 4.200
flip-flops and latches | 320 | 31.63
repair buffers | 211 | 9.883
inverters | 18 | 0.3336
multi-input cells | 1013 | 42.38
clock buffers | 45 | 5.504
diodes | 1 | 0.01235
clock inverters | 279 | 6.060
-- worst paths after layout --
path,end,slack [ps],depth (start not counted),from
setup / recovery,regs[110]$_DFF_N_,600,9,write_reg[3]
hold / removal,regs[63]$_DFF_N_,550,2,regs[63]$_DFF_N_
setup reg to reg,read_data[33]$_DFF_P_,3400,2,regs[225]$_DFF_N_
hold reg to reg,regs[63]$_DFF_N_,550,2,regs[63]$_DFF_N_
-- cell usage in the layout (no fill, tap or decap), types with 22 or more instances in the layout --
cell type,n
nor2_1,22
mux2_2,66
dfxtp_1,320
o21ai_1,40
o21ai_0,120
inv_1,276
o22ai_1,96
mux4_2,128
a22oi_1,222
nand2_1,200
mux2i_1,24
buf_4,64
clkdlybuf4s50_1,136
nor2b_1,25
clkbuf_16,44
-- per-layer routing --
| metal | track usage (%) | vias to the layer above | wire (um) |
|---|---|---|---|
| li1 | - | 6462 | - |
| met2 | 33.07 | 977 | 26190 |
| met1 | 28.76 | 7071 | 22490 |
| met5 | 0.4596 | - | 87 |
| met4 | 8.589 | 12 | 2218 |
| met3 | 11.19 | 180 | 7908 |
-- worst min-delay path, stage by stage (launching register included) --
cell,delay [ps]
dfxtp_1,310
a21oi_1,110
o21ai_0,70
-- through the flow --
stage	worst slack [ps]	hold slack (ps)	std cells	utilization [%]	power, mW
2_1_floorplan	919.2	502.8	1523	-	2.987
3_3_place_gp	95.36	520.7	2243	34.71	3.481
3_5_place_dp	66.01	537.5	2243	34.71	3.518
4_1_cts	650.3	542.5	2566	39.24	5.430
5_1_grt	530.9	572.6	2566	39.24	5.737
6_report	595.2	546.2	2567	39.25	5.405
-- power by group --
group / switching, mW / internal, mW
sequential: 0.282 / 1.82
combinational: 0.475 / 0.790
clock: 0.895 / 1.15
total: 1.65 / 3.75
Power and IR drop assume default switching activity.
